--- design/flow/config.mk ---
export PLATFORM = sky130hd
export DESIGN_NAME = matvec_mul
export DESIGN_NICKNAME = matvec_mul
export VERILOG_FILES = /design/flow/design.v
export SDC_FILE = /design/flow/constraint.sdc
export NUM_CORES = 4
export LEC_CHECK = 1
export CORE_UTILIZATION = 30
--- design/flow/constraint.sdc ---
current_design matvec_mul

set clk_period 8.8
set clk_io_pct 0.2

create_clock -name clk0 -period $clk_period [get_ports {clk}]

set non_clock_inputs [all_inputs -no_clocks]
set_input_delay [expr $clk_period * $clk_io_pct] -clock clk0 $non_clock_inputs
set_output_delay [expr $clk_period * $clk_io_pct] -clock clk0 [all_outputs]
--- design/flow/design.v ---
module matvec_mul #(
    parameter R=8, C=8, W_X=8, W_K=8,
    localparam DEPTH = $clog2(C),
               W_M = W_X + W_K,
               W_Y = W_M + DEPTH
  )(  
    input  logic clk, cen,
    input  logic signed [R-1:0][C-1:0][W_K-1:0] k,
    input  logic signed        [C-1:0][W_X-1:0] x, 
    output logic signed        [R-1:0][W_Y-1:0] y
  );
  localparam C_PAD = 2**$clog2(C);
  logic signed [W_Y-1:0] tree [R][DEPTH+1][C_PAD];  
  logic signed [C_PAD-1:0][W_X-1:0] x_pad;
  logic signed [R-1:0][C_PAD-1:0][W_K-1:0] k_pad;      
  always_comb begin
    x_pad = '0;
    k_pad = '0;
    for (int i = 0; i < C; i++) begin
      x_pad[i] = x[i];
    end
    for (int i = 0; i < R; i++) begin
      for (int j = 0; j < C; j++) begin
        k_pad[i][j] = k[i][j];
      end
    end
  end
  genvar r, c, d, a;
  for (r=0; r<R; r=r+1) begin
    for (c=0; c<C_PAD; c=c+1)
      always_ff @(posedge clk)   
        if (cen) tree[r][0][c] <= $signed(k_pad[r][c]) * $signed(x_pad[c]);
    for (d=0; d<DEPTH; d=d+1)
      for (a=0; a<C_PAD/2**(d+1); a=a+1)
        always_ff @(posedge clk)   
          if (cen) tree[r][d+1][a] <= tree[r][d][2*a] + tree[r][d][2*a+1];
    assign y[r] = tree[r][DEPTH][0];
  end
endmodule
--- design/flow/run.sh ---
#!/bin/bash
# OpenROAD 26Q1-2900-gdf79404cd8, Yosys 0.63+post, stock flow scripts
make -C /OpenROAD-flow-scripts/flow DESIGN_CONFIG=/design/flow/config.mk WORK_HOME=/design/flow/orfs finish
==> flow_metrics.env <==
# source this file to load flow results
export IMPL_clk_latency_ns=0.99
export IMPL_async_flop_share_pct=0
export IMPL_post_cts_buffers=0
export IMPL_grt_usage_pct=19.1
export IMPL_path_class="in -> reg"
export IMPL_yosysTopAreaCell="fa_1"
export IMPL_yosys_warnings=2
export IMPL_cp_required_ns=9.43
export IMPL_reg2reg_from="tree[128][2]"
export IMPL_dp_hpwl_um=679000
export IMPL_rsz0062_at_grt="false"
export IMPL_port_buffers=729
export IMPL_timing_slew_headroom_pct=29.7
export IMPL_wirelength_um=806000
export IMPL_final_util_pct=33.7
export IMPL_final_cell_mix="5715 x inv_1, 3576 x fa_1, 2800 x ha_1, 2741 x and2_1, 2088 x edfxtp_1"
export IMPL_status="completed"
export IMPL_power_density_mw_per_mm2=393
export IMPL_die_width_um=946
export IMPL_tightest_slew_ns=1.03
export IMPL_start_kind="primary input"
export IMPL_cp_end_kind="register"
export IMPL_syn_to_final_growth_pct=11.8
export IMPL_routed_via_density=4.61
export IMPL_cts_tree="done"
export IMPL_ff2ff_path_depth=8
export IMPL_min_period_over_period_pct=72.5
export IMPL_lay_top_count="inv_1"
export IMPL_synth_chip_area_mm2=0.267
export IMPL_synth_top_area_share_pct=26.8
export IMPL_ir_worst_vdd_mv=0.303
export IMPL_drcViolationCount=0
export IMPL_reg_largest_list="tree x2088"
export IMPL_postSynthCellCount=26770
export IMPL_min_path_type="reg -> reg"
export IMPL_mappedNetlistArea_mm2=0.267
export IMPL_ys_sh_simple_pct=14.4
export IMPL_regMostFlops="tree"
export IMPL_firstDrtPassIters=6
export IMPL_hold_depth=1
export IMPL_synth_distinct_cells=77
export IMPL_grt_pass1_vias=187941
export IMPL_drive_above_1_share_pct=3.10
export IMPL_period_minus_slack_ns=6.38
export IMPL_ys_sh_mux_pct=0.268
export IMPL_netlist_top_cells_area="fa_1 27%, edfxtp_1 23%, ha_1 13%"
export IMPL_flop_cell="edfxtp_1"
export IMPL_clk_pin_slew_ns=0.06
export IMPL_cp_arrival_ns=7.01
export IMPL_grt_pass1_wl_um=1200000
export IMPL_pre_cts_slack_ns=1.50
export IMPL_log_warning_count=59
export IMPL_clockBufferDepth=4
export IMPL_ys_sh_xor_pct=5.57
export IMPL_fin_ws_ns=2.42
export IMPL_max_cap_viol_count=0
export IMPL_die_h_um=946
export IMPL_drtIter0Drc=8595
export IMPL_num_vias=182979
export IMPL_final_setup_tns_ns=0
export IMPL_antenna_found_initial=286
export IMPL_cts_max_level=5
export IMPL_min_from="tree[165][0]"
export IMPL_enable_flop_cells=2088
export IMPL_cts_sinks=2088
export IMPL_io_pins=730
export IMPL_chipArea_mm2=0.895
export IMPL_postSynthSeqShare_pct=23.4
export IMPL_wl_per_cell_um=20.3
export IMPL_ys_ff=2088
export IMPL_cts_hold_buf=0
export IMPL_syn_area_per_cell_um2=9.99
export IMPL_globalplace_congestion=0.962
export IMPL_setup_viol_count_final=0
export IMPL_crit_start="x[63]"
export IMPL_grt_overflow=0
export IMPL_cts_repair_resized=0
export IMPL_antenna_left=0
export IMPL_max_freq_mhz=157
export IMPL_root_buffer="clkbuf_16"
export IMPL_topCombFamilyByArea="adder cells"
export IMPL_crit_fanout=37
export IMPL_maxSlewViolCount=0
export IMPL_initial_utilization_pct=30.1
export IMPL_rows=346
export IMPL_hold_viol=0
export IMPL_cts_buffers=268
export IMPL_fa_ha_area_share_pct=39.9
export IMPL_ys_sh_aoi_pct=7.68
export IMPL_largest_register_ffs=2088
export IMPL_yosys_cells=26770
export IMPL_coreArea_mm2=0.888
export IMPL_grt_max_degree=117
export IMPL_power_leakage_uw=0.136
export IMPL_finalClockSkew_ns=0.0699
==> area by class of cell <==
cell class | instances | area (um^2)
multi-input cells | 18472 | 181000
flip-flops and latches | 2088 | 62700
clock buffers | 291 | 6840
fillers | 87877 | 589000
well taps | 11832 | 14800
diodes | 137 | 343
inverters | 5719 | 21500
repair buffers | 984 | 9190
clock inverters | 183 | 2280
==> cells in the mapped netlist, types with 28 or more instances <==
cell type,count
xnor2_1,1398
xor2_1,301
o211ai_1,94
nand3b_1,122
o21bai_1,136
o21a_1,262
mux2_2,37
nand4_1,42
a31oi_1,140
nor3b_1,28
or2_2,50
o21ai_0,545
a211oi_1,70
nand2b_1,302
nor4b_1,32
o31ai_1,42
o311ai_0,44
mux2i_1,30
nor2b_1,466
inv_1,5716
fa_1,3576
a21o_1,369
or4_1,31
nand3_1,220
nor2_1,1023
nand2_1,1443
or3_1,85
a311o_1,35
a2111oi_0,71
edfxtp_1,2088
clkbuf_1,486
a21oi_1,886
a221oi_1,45
nor4_1,57
nor3_1,357
and3_1,143
a21boi_0,80
and2_1,2741
ha_1,2800
==> worst paths after layout <==
check	slack, ns	endpoint
max	2.42	tree[199][14]
min	0.51	tree[170][0]
max reg2reg	5.30	tree[136][14]
min reg2reg	0.51	tree[170][0]
==> metrics by stage <==
step	instance area, um^2	hold WS, ns	cells	total power, uW
2_1_floorplan	267000	0.513	26770	75500
3_3_place_gp	290000	0.527	39095	107000
3_5_place_dp	290000	0.531	39095	107000
4_1_cts	299000	0.503	39569	119000
5_1_grt	299000	0.540	39653	128000
6_report	299000	0.513	39706	117000
==> kinds of logic (layout without fill, tap and decap cells) <==
kind of cell,Yosys count,count (layout)
AOI/OAI and AO/OA,3129,3129
buffers and inverters,6210,7177
xor gates and xnor gates,1699,1699
other,0,137
muxes,67,67
adders and majority gates,6376,6376
and+or+nand+nor,7201,7201
DFF,2088,2088
==> routing by layer <==
metal | vias to the layer above | part of all wire (%) | track usage [%]
li1 | 87381 | - | -
met1 | 89827 | 38 | 23.8
met2 | 4415 | 46 | 29.7
met3 | 1256 | 9.4 | 7.54
met4 | 100 | 5.8 | 8.70
met5 | - | 0.087 | 0.0529
==> report_power, final <==
part | total [uW] | internal [uW] | switching [uW]
clock | 11600 | 6630 | 4980
sequential | 24700 | 20500 | 4140
combinational | 81200 | 32500 | 48700
==> critical path: stages <==
cell and delay (ns):
buf_2 0.60, buf_4 0.53, nand2b_1 0.13, fa_1 0.47, fa_1 0.49, inv_1 0.05, fa_1 0.50, inv_1 0.06
fa_1 0.49, inv_1 0.05, ha_1 0.33, o21ai_0 0.13, a21boi_0 0.25, o21ai_0 0.14, a21oi_1 0.19, nor2_1 0.09
o311ai_0 0.70
No activity file was given, so power comes from the tool's default toggle rates.
