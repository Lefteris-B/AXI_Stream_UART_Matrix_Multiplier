`flow/design.v`:
```
module skid_buffer #(
    parameter int WIDTH = 8
) (
    input  logic              clk,
    input  logic              rst_n,
    input  logic              s_valid,
    output logic              s_ready,
    input  logic [WIDTH-1:0]  s_data,
    output logic              m_valid,
    input  logic              m_ready,
    output logic [WIDTH-1:0]  m_data
);
    logic [WIDTH-1:0] pipe_data;
    logic             pipe_valid;
    logic [WIDTH-1:0] skid_data;
    logic             skid_valid;
    wire pipe_stall = m_valid && !m_ready;
    wire pipe_transfer = m_valid && m_ready;
    wire input_transfer = s_valid && s_ready;
    assign s_ready = !skid_valid;
    always_ff @(posedge clk or negedge rst_n) begin
        if (!rst_n) begin
            pipe_data <= '0;
            skid_data <= '0;
        end else begin
            if (input_transfer) begin
                pipe_data <= s_data;
            end
            if (input_transfer && pipe_stall) begin
                skid_data <= s_data;
            end
        end
    end
    always_ff @(posedge clk or negedge rst_n) begin
        if (!rst_n) begin
            pipe_valid <= 1'b0;
            skid_valid <= 1'b0;
        end else begin
            if (pipe_transfer) begin
                pipe_valid <= skid_valid ? 1'b1 : input_transfer;
            end else if (!pipe_stall) begin
                pipe_valid <= input_transfer;
            end
            if (pipe_transfer) begin
                skid_valid <= 1'b0;
            end else if (input_transfer && pipe_stall) begin
                skid_valid <= 1'b1;
            end
        end
    end
    assign m_valid = pipe_valid;
    assign m_data = pipe_data;
endmodule
```
`flow/run.sh`:
```
#!/bin/bash
# OpenROAD 26Q1-2900-gdf79404cd8, Yosys 0.63+post, stock flow scripts
make -C /OpenROAD-flow-scripts/flow DESIGN_CONFIG=/design/flow/config.mk WORK_HOME=/design/flow/orfs finish
```
`flow/config.mk`:
```
export PLATFORM = sky130hd
export DESIGN_NAME = skid_buffer
export DESIGN_NICKNAME = skid_buffer
export VERILOG_FILES = /design/flow/design.v
export SDC_FILE = /design/flow/constraint.sdc
export NUM_CORES = 4
export LEC_CHECK = 1
export CORE_AREA = 10 10 70 70
export DIE_AREA = 0 0 80 80
```
`flow/constraint.sdc`:
```
current_design skid_buffer

set clk_period 2.0
set clk_io_pct 0.2

create_clock -name clk0 -period $clk_period [get_ports {clk}]

set non_clock_inputs [all_inputs -no_clocks]
set_input_delay [expr $clk_period * $clk_io_pct] -clock clk0 $non_clock_inputs
set_output_delay [expr $clk_period * $clk_io_pct] -clock clk0 [all_outputs]
```
==> impl_metrics.yaml <==
# yosys + openroad results
synth:
  ys_cells: 25
  synthesis.area_um2: 419
  ys.flops: 10
  netlist_instances: 25
  area_leaders: "dfrtp_1 (60%), mux2_4 (29%), buf_6 (2.7%)"
  ys_chip_area_um2: 419
  avgSynthCellArea_um2: 16.8
  top_area_cell: "dfrtp_1"
  ys_types: 8
  ys_seq_frac: 0.597
  yosys_warnings: 1
  yosysTopAreaCellShare: 0.597
cts:
  clkTransAtPathRegs_ps: 60
  cts.htree.levels: 1
  ctsHoldBuffers: 0
  cts_buffers: 3
  cts_setup_buffers: 0
  clock-sinks: 10
  cts_tree: "yes"
  clock_latency_ps: 260
  cts-resized-gates: 0
  root_buffer: "clkbuf_4"
  clk_path_buf_depth: 2
timing:
  worst_pin_slew_ps: 435
  rsz0062_at_grt: "false"
  finalSetupViolCount: 0
  final_hold_viol_count: 0
  maxSlewViolCount: 0
  finalSetupTns_ps: 0
  fmax_mhz: 626
  fin_skew_ps: 4.91
  relSlewSlack: 0.709
  period_needed_ps: 1600
  finalClockPeriodUsage: 0.799
global_route:
  grt_max_degree: 11
  track_usage: 0.0334
  grt_pass1_vias: 304
  grt_pass1_wl_mm: 1.57
  grt_antenna_before_repair: 0
  grt_overflow: 0
worst_setup_path:
  r2r_slack_ps: 830
  crit_family: "buffers and inverters"
  rr_worst_depth: 3
  cp_cell_sequence: "inv_1 -> clkdlybuf4s50_1"
  worst_setup_path_end_kind: "output pin"
  cp_num_buf_inv: 2
  rr_startpoint: "skid_valid"
  reg2reg_to: "pipe_data[3]"
  cp_slowest_cell: "clkdlybuf4s50_1"
  arrival_ps: 1200
  worstPathMaxFanout: 4
  worstPathRequired_ps: 1600
  crit_type: "reg -> out"
  cpPeakStageDelay_ps: 470
  critPathLaunchType: "flop"
flow_run:
  warnings: 25
  drv_cap: 0
route:
  drc: 0
  via_count: 276
  vias_per_cell: 2.88
  drt_pre_antenna_iters: 2
  avgRoutedWirePerCell_um: 11.1
  wl_mm: 1.06
  ant_nets: 0
  drt_iter0_drc: 3
  antenna_cells: 0
die:
  io-pin-count: 22
  chipArea_um2: 6400
  coreArea_um2: 3420
  die_h_um: 80
  num_rows: 21
  die_w_um: 80
  fp_util: 0.123
cells_and_area:
  fillers: 376
  syn2layout_area_growth_pct: 71.6
  final_core_util: 0.211
  final_cells: 96
  drive_gt1_frac: 0.300
hold_path:
  worstHoldPathType: "in -> async"
placed_design:
  gp_congestion: 0.672
  hpwl_um: 924
  numPortBuffers: 21
  placed_cells: 92
power:
  ir_drop_uv: 231
  p_leak_nw: 0.304
  p_total_mw: 0.958
  power_density_nw_per_um2: 1330
outcome:
  status: "finished, final reports clean"
per-layer routing:
metal | part of all wire | track usage
met1 | 0.36 | 0.0347
met3 | 0.18 | 0.0318
met5 | 0 | 0
met4 | 0 | 0.00176
met2 | 0.45 | 0.0506
worst max-delay path by stage:
stage / startpoint / to / slack [ps] / cells after the start
after CTS: skid_valid / s_ready / 380 / 2
after global routing: skid_valid / s_ready / 330 / 2
final: skid_valid / s_ready / 400 / 2
logic make-up after synthesis:
family | Yosys count | share of synthesized area
AND-OR/OR-AND | 3 | 0.0448
buffers and inverters | 2 | 0.0358
flip-flops | 10 | 0.597
multiplexers | 8 | 0.287
AND/OR/NAND/NOR | 2 | 0.0358
through the flow:
step | setup slack, ps | hold WS [ps] | area [um^2]
6_report | 403 | 448 | 719
5_1_grt | 334 | 475 | 719
4_1_cts | 379 | 462 | 719
3_5_place_dp | 333 | 503 | 683
3_3_place_gp | 360 | 483 | 683
2_1_floorplan | 908 | 104 | 419
final cells by class:
| class | instances | area (um^2) | area share |
|---|---|---|---|
| flip-flops and latches | 10 | 250 | 0.348 |
| multi-input cells | 13 | 154 | 0.214 |
| inverters | 1 | 3.75 | 0.00522 |
| clock buffers | 4 | 36.3 | 0.0504 |
| repair buffers | 22 | 218 | 0.303 |
| well taps | 46 | 57.6 | 0.0800 |
cell usage in the layout (no fill, tap or decap):
master,synthesis,routed
clkdlybuf4s50_1,0,21
dfrtp_1,10,10
mux2_4,8,8
clkbuf_4,0,3
a21oi_1,2,2
inv_1,1,1
nor2b_2,1,1
nand2b_1,1,1
a21o_2,1,1
clkbuf_8,0,1
buf_4,0,1
sequential cells by signal, summed over array words and instances, names as in the netlist:
name and cells:
pipe_valid 1, pipe_data 8, skid_valid 1
synth_stat cells (all sizes together):
library cell and instances:
dfrtp 10, mux2 8, a21oi 2, a21o 1
buf 1, inv 1, nand2b 1, nor2b 1
power breakdown:
part / internal [mW] / switching (mW) / total (mW)
clock network: 0.110 / 0.0623 / 0.173
registers: 0.306 / 0.0669 / 0.373
logic: 0.330 / 0.0826 / 0.413
No activity file was given, so power comes from the tool's default toggle rates.
