**./design.v**
```verilog
module uart_rx #(
    parameter CLOCKS_PER_PULSE = 4,
             BITS_PER_WORD    = 8,
             W_OUT            = 24,
    localparam NUM_WORDS      = (W_OUT + BITS_PER_WORD - 1) / BITS_PER_WORD,
    localparam SAMPLE_POINT   = CLOCKS_PER_PULSE/2
)(
    input  logic clk,
    input  logic rstn,
    input  logic rx,
    output logic m_valid,
    output logic [W_OUT-1:0] m_data
);
    typedef enum logic [2:0] {
        IDLE,
        START,
        DATA,
        STOP,
        ACCUMULATE
    } state_t;
    state_t state;
    logic [$clog2(CLOCKS_PER_PULSE)-1:0] clock_counter;
    logic [$clog2(BITS_PER_WORD)-1:0] bit_counter;
    logic [$clog2(NUM_WORDS)-1:0] word_counter;
    logic [BITS_PER_WORD-1:0] shift_reg;
    logic [W_OUT-1:0] data_accumulator;
    logic rx_meta, rx_sync;
    always_ff @(posedge clk) begin
        {rx_sync, rx_meta} <= {rx_meta, rx};
    end
    always_ff @(posedge clk or negedge rstn) begin
        if (!rstn) begin
            state <= IDLE;
            clock_counter <= '0;
            bit_counter <= '0;
            word_counter <= '0;
            shift_reg <= '0;
            data_accumulator <= '0;
            m_valid <= 1'b0;
            m_data <= '0;
        end else begin
            m_valid <= 1'b0;
            case (state)
                IDLE: begin
                    if (!rx_sync) begin
                        state <= START;
                        clock_counter <= '0;
                        if (word_counter == '0)
                            data_accumulator <= '0;
                    end
                end
                START: begin
                    if (clock_counter == SAMPLE_POINT) begin
                        if (!rx_sync) begin
                            state <= DATA;
                            clock_counter <= '0;
                            bit_counter <= '0;
                        end else
                            state <= IDLE;
                    end else
                        clock_counter <= clock_counter + 1;
                end
                DATA: begin
                    if (clock_counter == SAMPLE_POINT) begin
                        shift_reg <= {rx_sync, shift_reg[BITS_PER_WORD-1:1]};
                        bit_counter <= bit_counter + 1;
                        if (bit_counter == BITS_PER_WORD-1)
                            state <= STOP;
                    end
                    if (clock_counter == CLOCKS_PER_PULSE-1)
                        clock_counter <= '0;
                    else
                        clock_counter <= clock_counter + 1;
                end
                STOP: begin
                    if (clock_counter == SAMPLE_POINT) begin
                        if (rx_sync) begin
                            state <= ACCUMULATE;
                            clock_counter <= '0;
                        end else
                            state <= IDLE;   
                    end else
                        clock_counter <= clock_counter + 1;
                end
                ACCUMULATE: begin
                    data_accumulator[(word_counter*BITS_PER_WORD) +: BITS_PER_WORD] <= shift_reg;
                    word_counter <= word_counter + 1;
                    if (word_counter == NUM_WORDS-1) begin
                        state <= IDLE;
                        word_counter <= '0;
                        m_valid <= 1'b1;
                        m_data <= {shift_reg, data_accumulator[W_OUT-BITS_PER_WORD-1:0]};
                    end else
                        state <= IDLE;
                end
            endcase
        end
    end
endmodule
```
**./run.sh**
```bash
#!/bin/bash
# OpenROAD 26Q1-2900-gdf79404cd8, Yosys 0.63+post, stock flow scripts
make -C /OpenROAD-flow-scripts/flow DESIGN_CONFIG=/design/flow/config.mk WORK_HOME=/design/flow/orfs finish
```
**./config.mk**
```make
export PLATFORM = sky130hd
export DESIGN_NAME = uart_rx
export DESIGN_NICKNAME = uart_rx
export VERILOG_FILES = /design/flow/design.v
export SDC_FILE = /design/flow/constraint.sdc
export NUM_CORES = 4
export LEC_CHECK = 1
export CORE_UTILIZATION = 30
```
**./constraint.sdc**
```tcl
current_design uart_rx

set clk_period 3.3
set clk_io_pct 0.2

create_clock -name clk0 -period $clk_period [get_ports {clk}]

set non_clock_inputs [all_inputs -no_clocks]
set_input_delay [expr $clk_period * $clk_io_pct] -clock clk0 $non_clock_inputs
set_output_delay [expr $clk_period * $clk_io_pct] -clock clk0 [all_outputs]
```
==> impl_metrics.yaml <==
# synthesis and place-and-route metrics
placed_design:
  gp_congestion: 0.768
  numPortBuffers: 27
  dp_hpwl_um: 3130
  pre_cts_ws_ns: 1.53
  place_area_mm2: 0.00299
timing:
  hold_viol: 0
  skew_ns: 0.00927
  fmax_mhz: 534
  final-max-slew-violation-count: 0
  rsz0062_at_grt: "false"
  fin_tns_setup_ns: 0
  fin_crit_sh_pct: 56.7
  fin_crit_ns: 1.87
  setup_ws_ns: 1.43
  worst_hold_slack_ns: 0.271
  tightest_slew_ns: 0.595
  slew-limit-headroom_pct: 60.1
  setup_viol: 0
critical_path:
  cp-start-kind: "flop"
  crit_path_start: "m_data[18]"
  path_buffers: 1
  crit_type: "flop to output pin"
  reg2reg_to: "data_accumulator[0]"
  crit_fanout: 2
  crit_cells: 1
  endpoint: "m_data[18]"
  worstPathArrival_ns: 1.21
  r2r_cells: 5
  cpPeakStageDelay_ns: 0.48
  end_kind: "output pin"
  critical-path-slowest-cell: "clkdlybuf4s50_1"
  cp_top_family: "buffers and inverters"
  crit_chain: "clkdlybuf4s50_1"
  reg2reg_slack_ns: 1.52
  timing.rr.start: "word_counter[0]"
  cp.required_ns: 2.64
global_routing:
  grt-busiest-layer: "met1"
  grt_overflow: 0
  grtUsageMet1_pct: 17.1
  grt_max_degree: 41
  use_met3_pct: 3.05
  met2_usage_pct: 16.4
  grt_pass1_wl_um: 7600
  antenna_found_initial: 0
  grt_usage_pct: 11.1
  grt_pass1_vias: 1533
flow_run:
  maxCapViolations: 0
  tool_warnings: 30
cts:
  cts_tree: "yes"
  postCtsSetupRepairBufs: 0
  cts_buffer_depth: 2
  cts_max_level: 3
  cts.sinks: 63
  cts_made_buffers: 9
  clkLatencyLatePin_ns: 0.34
  post_cts.resized_instances: 0
  hold_buffers: 0
  root_buffer: "clkbuf_8"
  clk_pin_slew_ns: 0.08
finish:
  drive_gt1_share_pct: 25.9
  area_growth_syn_to_layout_pct: 20.0
  largest_reg_flops: 24
  fin_area_mm2: 0.00317
synthesis:
  synth_top_cell_by_count: "dfrtp_1"
  synthCells: 195
  top_area_cell: "dfrtp_1"
  ys_chip_area_mm2: 0.00264
  synth_seq_share_pct: 59.4
  synth.top_cell.area_share_pct: 56.9
  synth_warnings: 1
  synthDistinctLibCells: 32
  synthFlopType: "dfrtp_1"
  ys_seq_elements: 63
  synth-edff-count: 0
  synthTopCellsByCount: "dfrtp_1, mux2_2, nand2_1"
  synthArstFlopShare_pct: 96.8
  synthTopCellsByArea: "dfrtp_1, mux2_2, ha_1"
  yosys_cells: 195
  avgSynthCellArea_um2: 13.5
  synthesis.area_mm2: 0.00264
die:
  fp_util_pct: 31.5
  die_area_mm2: 0.00917
  die_w_um: 95.8
  io_pins: 28
  rows: 33
  die_h_um: 95.8
  coreArea_mm2: 0.00838
routing:
  drc_errors: 0
  wl_um: 4690
  vias: 1607
  wl_per_cell_um: 13.9
  n_antenna_cell: 0
  first_pass_iters: 4
  drtIter0Drc: 73
  drt.antenna.violating_nets: 0
  viasPerCell: 4.77
pwr:
  p_total_uw: 1370
  vdd_drop_max_mv: 0.177
  p_leak_uw: 0.00148
  p_per_area_mw_per_mm2: 434
hold_path:
  hold_path.class: "input pin to asynchronous set/reset pin"
outcome:
  outcome: "completed"
[worst reg2reg max path: stages, from the launching register on]
cell     delay [ns]
dfrtp_1        0.42
inv_1          0.13
ha_1           0.23
a21bo_4        0.27
or2_0          0.35
o31ai_1        0.29
[layout make-up]
| type | instances | area, µm² |
|---|---|---|
| fillers | 794 | 5220 |
| flip-flops and latches | 63 | 1570 |
| multi-input cells | 117 | 987 |
| repair buffers | 29 | 280 |
| well taps | 105 | 131 |
| clock buffers | 9 | 124 |
| clock inverters | 7 | 48.8 |
| inverters | 7 | 26.3 |
[worst min path at each step]
stage / startpoint / end / cells after the start
after CTS: rstn / m_data[1] / 1
after global routing: rstn / m_data[23] / 1
final: rstn / m_data[23] / 1
[power by group]
group	internal (µW)	total, µW	switching, µW
Sequential	773	775	2.03
Combinational	2.99	17.3	14.3
Clock	271	581	310
[cell usage in the layout, fill, tap and decap left out, drive strengths merged, types with 3 or more instances in the layout]
cell / n
buf: 3
o21ai: 13
nand2: 16
inv: 8
nand2b: 3
clkbuf: 9
ha: 9
dfrtp: 60
mux2: 34
o31ai: 8
clkinvlp: 4
nor3b: 3
clkdlybuf4s50: 26
a22o: 11
[stage by stage]
step / std cells / utilization, %
after floorplan: 195 / -
after global placement: 321 / 35.7
after detailed placement: 321 / 35.7
after CTS: 337 / 37.8
after global routing: 337 / 37.8
final: 337 / 37.8
[routing by layer]
| metal | wire length, µm | vias to the layer above | share of wire (%) |
|---|---|---|---|
| met2 | 2060 | 29 | 44 |
| met3 | 192 | 7 | 4.1 |
| met1 | 2370 | 804 | 50 |
| met4 | 71 | 0 | 1.5 |
| li1 | - | 767 | - |
| met5 | 0 | - | 0 |
[logic make-up after synthesis]
group / share of synthesized area (%)
DFF: 59.4
AOI/OAI and AO/OA: 11.5
muxes: 14.5
and+or+nand+nor: 7.16
buffers and inverters: 3.18
adders and majority gates: 4.27
Power and IR drop assume default switching activity.
